--- design/flow/run.sh ---
#!/bin/bash
# OpenROAD 26Q1-2900-gdf79404cd8, Yosys 0.63+post, stock flow scripts
make -C /OpenROAD-flow-scripts/flow DESIGN_CONFIG=/design/flow/config.mk WORK_HOME=/design/flow/orfs finish
--- design/flow/config.mk ---
export PLATFORM = sky130hd
export DESIGN_NAME = CLA
export DESIGN_NICKNAME = CLA
export VERILOG_FILES = /design/flow/design.v
export SDC_FILE = /design/flow/constraint.sdc
export NUM_CORES = 4
export LEC_CHECK = 1
export CORE_AREA = 10 10 70 70
export DIE_AREA = 0 0 80 80
--- design/flow/constraint.sdc ---
current_design CLA

set clk_period 2.7
set clk_io_pct 0.2

create_clock -name clk0 -period $clk_period

set non_clock_inputs [all_inputs -no_clocks]
set_input_delay [expr $clk_period * $clk_io_pct] -clock clk0 $non_clock_inputs
set_output_delay [expr $clk_period * $clk_io_pct] -clock clk0 [all_outputs]
--- design/flow/design.v ---
module CLA(cout,sum,a,b,cin);
  output cout;
  output [3:0]sum;
  input cin;
  input [3:0]a,b;
  wire [4:1]c;
  wire [3:0]p,g;
  assign p[0]=a[0]^b[0],
         p[1]=a[1]^b[1],
         p[2]=a[2]~^b[2],   
         p[3]=a[3]^b[3];
  assign g[0]=a[0]&b[0],
         g[1]=a[1]&b[1],
         g[2]=a[2]&b[2],
         g[3]=a[3]&b[3];
  assign c[1]=g[0]|(p[0]&cin),
         c[2]=g[1]|(p[1]&g[0])|(p[1]&p[0]&cin),
         c[3]=g[2]|(p[2]&g[1])|(p[2]&p[1]&g[0])|(p[2]&p[1]&p[0]&cin),
         cout=g[3]|(p[3]&g[2])|(p[3]&p[2]&g[1])|(p[3]&p[2]&p[1]&g[0])|(p[3]&p[2]&p[1]&p[0]&cin);
  assign sum[0]=p[0]^cin,
         sum[1]=p[1]^c[1],
         sum[2]=p[2]^c[2],
         sum[3]=p[3]^c[3];
endmodule
==> ci_impl_report.md <==
### Metrics collected by this job

| Metric | Value |
|---|---|
| Outcome | `finished clean` |
| Setup ws final | `0.119 ns` |
| Largest net degree at the start of global routing | `4` |
| Critical Path Source | `b[2]` |
| Post-place setup slack | `-0.314 ns` |
| Setup violators final | `0` |
| Crit path arrival time | `2.04 ns` |
| Post-synth top area share | `0.342` |
| Port Buffer Count | `14` |
| Power density over the cells | `185 nW/um^2` |
| Total tool warning count | `33` |
| Initial antenna violation count | `0` |
| Avg Cell Area, Syn | `8.70 um^2` |
| Final max-slew violation count | `0` |
| DRT iter0 DRCs | `7` |
| NetSw | `0.0000264 W` |
| Initial Util | `0.0535` |
| Clk pwr share | `0` |
| Max-cap violations | `0` |
| Vias per inst | `2.30` |
| Post-synth area hogs | `ha_1 (34%), xnor2_1 (14%), inv_1 (12%), fa_1 (11%), a311oi_2 (8.2%)` |
| Setup TNS | `0 ns` |
| All-Layer GR Usage | `0.0197` |
| Startpoint class of the critical path | `primary input` |
| Routed WL | `652 um` |
| Leakage | `0.218 nW` |
| Crit path max-delay family | `buffers and inverters` |
| Count leader, synth | `inv_1` |
| Number of sequential cells | `0` |
| Cells after Synth | `21` |
| Dominant cell type by area after synthesis | `ha_1` |
| Vias | `198` |
| Crit path buffers/inverters | `3` |
| Die area | `6400 um^2` |
| Layout cells sized above 1 | `0.300` |
| Hold_sp | `cin` |
| DPL Wire Length | `563 um` |
| CP Cell Sequence | `clkdlybuf4s50_1, ha_1, and2b_1, a311oi_2, buf_4, xnor2_1, clkbuf_2` |
| DIE HEIGHT | `around 80 um` |
| Yosys chip area | `183 um^2` |
| Detailed-route wire length per cell | `7.58 um` |
| Placer Congestion | `about 0.75` |
| Seq pwr share | `0` |
| Ant diodes | `0` |
| RSZ-0062 raised after global routing | `no` |
| Row Count | `21` |
| WHS Path Cells | `5` |
| Synth unique cells | `10` |
| Hold path endpoint | `sum[2]` |
| Endpoint class of the critical path | `primary output` |
| Detailed Routing Iterations Pass 1 | `2` |
| FF/Latch Area | `0 um^2` |
| Seq/Total Area, Yosys | `0` |
| Worst-path maximum fanout | `2` |
| Worst hold slack | `roughly 1.6 ns` |
| Mapped cell area | `183 um^2` |
| Final Core Density | `0.129` |
| WP data required | `2.16 ns` |
| Clkbuf count | `0` |
| F_max | `387 MHz` |
| Slew margin rel. | `0.846` |
| Slew @ Worst Pin | `0.231 ns` |
| Core Region | `3420 um^2` |
| Max incr delay on CP | `0.41 ns` |
| Slowest-stage cell, CP | `clkdlybuf4s50_1` |
| Drt drc | `0` |
| Ys Warns | `0` |
| Syn-to-layout area delta | `141%` |
| Remaining Overflow, GRT | `0` |
| Cts hold-fix bufs | `0` |
| Worst min-delay path category | `in2out` |
| Ys cells | `21` |
| Fillers | `slightly below 400` |
| First-pass GRT wire length | `1050 um` |
| Post-synth top cells | `inv_1 (6), ha_1 (5), xnor2_1 (3)` |
| Number of global-route vias before repair | `224` |
| Switching share of total power | `0.325` |
| Comb pwr share | `1.000` |
| CP Class | `in2out` |
| Final hold violation count | `0` |
| DRT antenna net count | `0` |
| Layout Cell Area excl Fill | `440 um^2` |
| I/O Pins | `14` |
| Minimum clock period | `2.58 ns` |
| Final period utilization | `0.956` |
| Max VDD drop | `between 0.03 and 0.04 mV` |
| Internal power | `0.0000550 W` |
| Placed cell area | `410 um^2` |
| Die width | `80 um` |
-- cell usage in the layout, fill, tap and decap left out, drive strengths merged --
master / instances
xnor2: 3
o21bai: 1
clkbuf: 1
clkdlybuf4s50: 8
dlymetal6s2s: 2
a21o: 2
a311oi: 1
dlygate4sd2: 3
buf: 5
a21oi: 1
ha: 5
inv: 6
fa: 1
and2b: 1
-- stage by stage --
stage / std cells / power [W]
after global placement: 85 / 0.0000794
after floorplan: 21 / 0.0000269
after CTS: 86 / 0.0000820
after detailed placement: 85 / 0.0000795
after global routing: 86 / 0.0000928
final: 86 / 0.0000814
-- layout make-up --
class	instances	area [um^2]	area share
repair buffers	19	174	0.395
well taps	46	57.6	0.131
inverters	6	22.5	0.0511
multi-input cells	15	186	0.423
-- power groups by stage --
stage | sequential, W | combinational (W) | clock [W]
after CTS | 0 | 0.0000820 | 0
after global routing | 0 | 0.0000928 | 0
final | 0 | 0.0000814 | 0
-- metal layers --
metal  global-route usage  wire length (um)  part of all wire
met1               0.0272               333              0.51
met2               0.0273               212              0.33
met3               0.0114               106              0.16
met4                    0                 0                 0
met5                    0                 0                 0
-- logic make-up (layout without fill, tap and decap cells) --
logic type	after synthesis	after routing	synth area share
AND-OR/OR-AND	5	5	0.240
AND/OR/NAND/NOR	1	1	0.0411
XOR/XNOR	3	3	0.144
buffers and inverters	6	25	0.123
adder cells (fa/ha/maj)	6	6	0.452
-- worst max path at each step --
stage         endpoint  slack, ns  cells after the start
CTS             sum[3]      0.007                      7
global route    sum[3]       0.04                      7
finish          sum[3]       0.12                      7
-- what timing repair did --
| item | CTS | global route |
|---|---|---|
| setup buffers | 1 | 0 |
| gates resized | 7 | 5 |
| setup endpoints to repair | 5 | 3 |
| cloned | 0 | 0 |
| pin swaps | 5 | 4 |
-- worst min-delay path, cell delays in order --
cell and delay (ns):
dlymetal6s2s_1 0.13, a21o_2 0.14, a21oi_2 0.05, xnor2_1 0.11, dlymetal6s2s_1 0.09
Power is estimated from default activity; no workload was simulated.
